==> flow/design.v <==
`timescale 1ns / 1ps
module sevenseg_driver(
    input  [3:0] in,         
    output reg [6:0] seg,    
    output reg [3:0] an      
);
    always @(*) begin
        case (in)
            4'b0000: seg = 7'b0000001;  
            4'b0001: seg = 7'b1001111;  
            4'b0010: seg = 7'b0010010;  
            4'b0011: seg = 7'b0000110;  
            4'b0100: seg = 7'b1001100;  
            4'b0101: seg = 7'b0100100;  
            4'b0110: seg = 7'b0100000;  
            4'b0111: seg = 7'b0001111;  
            4'b1000: seg = 7'b0000000;  
            4'b1001: seg = 7'b0000100;  
            4'b1010: seg = 7'b0001000;  
            4'b1011: seg = 7'b1100000;  
            4'b1100: seg = 7'b0110001;  
            4'b1101: seg = 7'b1000010;  
            4'b1110: seg = 7'b0110000;  
            4'b1111: seg = 7'b0111000;  
            default: seg = 7'b1111111;  
        endcase
        an = 4'b1110;
    end
endmodule
module clock_div #(
    parameter SYS_CLK_FREQ = 100_000_000,    
    parameter TICK_FREQ    = 1               
)(
    input  wire clk,      
    input  wire rst,      
    output reg  tick      
);
    localparam integer DIV_COUNT = SYS_CLK_FREQ / TICK_FREQ;
    localparam integer CW = $clog2(DIV_COUNT);
    reg [CW-1:0] count;
    always @(posedge clk or posedge rst) begin
        if (rst) begin
            count <= 0;
            tick  <= 0;
        end else begin
            if (count == DIV_COUNT-1) begin
                count <= 0;
                tick  <= 1'b1;    
            end else begin
                count <= count + 1;
                tick  <= 1'b0;    
            end
        end
    end
endmodule
module fsm_timer (
    input  wire clk,
    input  wire rst,
    input  wire tick,
    output reg  count_en,
    output reg  done
);
    parameter IDLE  = 2'b00;
    parameter COUNT = 2'b01;
    parameter DONE  = 2'b10;
    reg [1:0] current_state, next_state;
    always @(posedge clk or posedge rst) begin
        if (rst)
            current_state <= IDLE;
        else
            current_state <= next_state;
    end
    always @(*) begin
        case (current_state)
            IDLE:
                if (tick)
                    next_state = COUNT;
                else
                    next_state = IDLE;
            COUNT:
                if (tick)
                    next_state = DONE;
                else
                    next_state = COUNT;
            DONE:
                next_state = IDLE;
            default:
                next_state = IDLE;
        endcase
    end
    always @(posedge clk or posedge rst) begin
        if (rst) begin
            count_en <= 0;
            done     <= 0;
        end else begin
            case (next_state)
                IDLE: begin
                    count_en <= 0;
                    done     <= 0;
                end
                COUNT: begin
                    count_en <= 1;
                    done     <= 0;
                end
                DONE: begin
                    count_en <= 0;
                    done     <= 1;
                end
                default: begin
                    count_en <= 0;
                    done     <= 0;
                end
            endcase
        end
    end
endmodule
module pulse_counter #(
    parameter WIDTH = 4     
)(
    input  wire             clk,
    input  wire             rst,
    input  wire             pulse_in,
    input  wire             count_en,
    input  wire             done,
    output reg  [WIDTH-1:0] count_out
);
    reg sync0, sync1;
    always @(posedge clk or posedge rst) begin
        if (rst) begin
            sync0 <= 0;
            sync1 <= 0;
        end else begin
            sync0 <= pulse_in;
            sync1 <= sync0;
        end
    end
    reg sync1_d;
    always @(posedge clk or posedge rst) begin
        if (rst)
            sync1_d <= 0;
        else
            sync1_d <= sync1;
    end
    wire rising_edge = sync1 & ~sync1_d;
    always @(posedge clk or posedge rst) begin
        if (rst)
            count_out <= 0;
        else if (done)
            count_out <= 0;
        else if (count_en && rising_edge)
            count_out <= count_out + 1;
    end
endmodule
`timescale 1ns / 1ps
module top_basys3_tacho (
    input  wire clk,          
    input  wire rst_n,        
    input  wire pulse_in,     
    output wire led,          
    output wire buzzer,       
    output wire [6:0] seg,    
    output wire [3:0] an ,     
    output wire pulse_led
);
    wire rst = rst_n;
    wire tick;
    wire count_en, done;
    wire [3:0] count_out;
    localparam integer THRESHOLD = 3;
    clock_div #(
        .SYS_CLK_FREQ(100_000_000),
        .TICK_FREQ(1)
    ) u_clkdiv (
        .clk(clk),
        .rst(rst),
        .tick(tick)
    );
    fsm_timer u_fsm (
        .clk(clk),
        .rst(rst),
        .tick(tick),
        .count_en(count_en),
        .done(done)
    );
    pulse_counter #(.WIDTH(4)) u_ctr (
        .clk(clk),
        .rst(rst),
        .pulse_in(pulse_in),
        .count_en(count_en),
        .done(done),
        .count_out(count_out)
    );
    reg rpm_flag_reg;
    always @(posedge clk or posedge rst) begin
        if (rst)
            rpm_flag_reg <= 1'b0;
        else if (done)
            rpm_flag_reg <= (count_out > THRESHOLD);
    end
    assign buzzer = rpm_flag_reg;
    assign led = count_en;   
    assign pulse_led = pulse_in;
    sevenseg_driver u_ssd (
        .in(count_out),
        .seg(seg),
        .an(an)
    );
endmodule
==> flow/run.sh <==
#!/bin/bash
# OpenROAD 26Q1-2900-gdf79404cd8, Yosys 0.63+post, stock flow scripts
make -C /OpenROAD-flow-scripts/flow DESIGN_CONFIG=/design/flow/config.mk WORK_HOME=/design/flow/orfs finish
==> flow/config.mk <==
export PLATFORM = sky130hd
export DESIGN_NAME = top_basys3_tacho
export DESIGN_NICKNAME = top_basys3_tacho
export VERILOG_FILES = /design/flow/design.v
export SDC_FILE = /design/flow/constraint.sdc
export NUM_CORES = 4
export LEC_CHECK = 1
export CORE_UTILIZATION = 30
==> flow/constraint.sdc <==
current_design top_basys3_tacho

set clk_period 4.7
set clk_io_pct 0.2

create_clock -name clk0 -period $clk_period [get_ports {clk}]

set non_clock_inputs [all_inputs -no_clocks]
set_input_delay [expr $clk_period * $clk_io_pct] -clock clk0 $non_clock_inputs
set_output_delay [expr $clk_period * $clk_io_pct] -clock clk0 [all_outputs]
==> Flow_metrics.wiki <==
== Implementation results ==
{| class="wikitable"
! Metric !! Value
|-
| CTS buffer count || 5
|-
| Number of global-route vias before repair || 1283
|-
| Post-route fraction of the period consumed by the critical path || 0.6307
|-
| Leading cell types by total area after synthesis || dfrtp_1, nand2_1, ha_1
|-
| Register name with the most flops || u_clkdiv.count
|-
| Worst endpoint data arrival time || 2020 ps
|-
| I/O pin count || 17
|-
| Largest voltage drop on the vdd net || 0.1546 mV
|-
| Final Hold Violation Tally || 0
|-
| Worst hold slack || 352.2 ps
|-
| Regs by FF count || u_clkdiv.count (27), u_ctr.count_out (4), u_fsm.current_state (3)
|-
| Log Warnings || 30
|-
| Min Clock Period, post-route || 2964 ps
|-
| Global router's overall resource usage || 0.1025
|-
| Register area || 1027 µm²
|-
| Status || finished clean
|-
| Top_reg_cell synth || dfrtp_1
|-
| Data required time at the worst endpoint || 3760 ps
|-
| Post-Route Setup TNS || 0 ps
|-
| Post-synthesis cell count from yosys || 213
|-
| Layout filler cell count || 666
|-
| H-tree lvl count || 2
|-
| Number of core rows || 30
|-
| Total of cells resized after clock tree synthesis || 0
|-
| Worst hold path class || reg -> reg
|-
| Total Routed Length || 3.348 mm
|-
| Pwr per Cell Area || 253.5 nW/µm²
|-
| Drt via density || 4.740
|-
| Initial antenna violation count || 0
|-
| Most used cells in the layout excluding fill and tap cells || dfrtp_1, nand2_1, nor2_1
|-
| Die height || 85.48 µm
|-
| Core Util at FP || 0.3094
|-
| Number of inserted diodes || 0
|-
| Critical setup path kind || reg -> out
|-
| Kind of launch point of the worst setup path || register
|-
| Horizontal die size || 85.48 µm
|-
| Count of warnings emitted by yosys || 5
|-
| Fraction of layout cells with a size suffix above 1 || 0.08482
|-
| Post-Place Setup Slack || 1888 ps
|-
| Iteration-0 DRC count of the detailed router || 50
|-
| Root buf cell || clkbuf_8
|-
| Top cell excl fill/tap || dfrtp_1
|-
| Count of distinct cell types in the synthesized netlist || 40
|-
| Slew Viols, Final || 0
|-
| Worst-Skew Late Latency || 290 ps
|-
| Post-layout worst setup margin || 1736 ps
|-
| Total die size || 7307 µm²
|-
| Number of remaining DRC errors || 0
|-
| Core outline area || 6756 µm²
|-
| Clock net sink count || 41
|-
| Average wire length per cell after detail routing || 11.01 µm
|-
| Leak Pwr || 1.039 nW
|-
| Endpoints failing setup || 0
|-
| GRT Residual Overflow || 0
|-
| Post-Synthesis Mean Instance Area || 9.816 µm²
|-
| CTS clk-pin slew, worst paths || 80 ps
|-
| TritonCTS clock tree || built
|-
| Comb. cell area || 972.2 µm²
|-
| Maximum number of pins on one net before global-route repair || 42
|-
| Synthesized chip area reported by yosys || 2091 µm²
|-
| Number of I/O port buffers || 12
|-
| Estimated wirelength of the detail-placed design || 2.273 mm
|-
| EDFF count, synth || 0
|-
| Area growth from synthesis to layout || 12.51%
|-
| Number of buffers inserted by post-CTS setup repair || 0
|-
| Maxcap violations || 0
|-
| Ys async rst share || 1.000
|-
| Maximum frequency from static timing analysis || 337.4 MHz
|-
| Number of cells produced by synthesis || 213
|-
| Flops & latches, synth || 41
|-
| Cell type with the largest total area after synthesis || dfrtp_1
|-
| Worst relative slew slack || 0.5129
|-
| Final clock skew || 3.748 ps
|-
| Number of buffers on the longest clock path || 2
|-
| # hold bufs at CTS || 0
|-
| Post-synth top area share || 0.4788
|-
| Gp weighted congestion || 0.7648
|-
| First-pass GRT wire length || 5.954 mm
|-
| Fraction of the yosys area taken by sequential cells || 0.4913
|-
| Max Fanout on Critical Path || 7
|-
| Post-Syn Area || 2091 µm²
|-
| Number of nets with antenna violations after detailed routing || 0
|-
| RSZ-0062 raised after global routing || false
|-
| Vias || 1441
|-
| Flip-flop count of the largest register after layout || 27
|-
| First-pass detailed-route iteration total || 4
|-
| Slew at the pin with the worst max-slew slack || 724.0 ps
|-
| Type of element capturing the critical path || output pin
|}
==> where the power goes <==
| group | internal (mW) | leakage, nW | switching (mW) |
|---|---|---|---|
| logic | 0.00281 | 0.438 | 0.00697 |
| clock network | 0.105 | 0.0481 | 0.127 |
| registers | 0.354 | 0.553 | 0.000363 |
==> per-stage QoR <==
stage | area [µm²] | cells | util | total power, mW
3_5_place_dp | 2261 | 296 | 0.3346 | 0.3718
6_report | 2352 | 304 | 0.3481 | 0.5962
2_1_floorplan | 2098 | 215 | - | 0.3691
5_1_grt | 2352 | 304 | 0.3481 | 0.6248
3_3_place_gp | 2261 | 296 | 0.3346 | 0.3720
4_1_cts | 2352 | 304 | 0.3481 | 0.6074
==> cells by family (layout without fill, tap and decap cells) <==
kind of cell	Yosys count	count (layout)	share of synthesized area
flops	41	41	0.4913
fa+ha+maj	7	7	0.04189
mux	3	3	0.01556
xor+xnor	17	17	0.07121
buf+inv	20	29	0.04727
compound gates	36	36	0.09575
simple gates	87	87	0.2334
other cells	2	4	0.003592
==> final timing paths <==
| path | from | to | slack, ps | cells after the start |
|---|---|---|---|---|
| max in group asynchronous | rst_n | u_fsm.current_state[0] | 3260 | 3 |
| min | u_ctr.sync0 | u_ctr.sync1 | 350 | 0 |
| min in group asynchronous | rst_n | u_clkdiv.count[15] | 1070 | 3 |
| max | u_ctr.count_out[0] | seg[3] | 1740 | 6 |
| min reg2reg | u_ctr.sync0 | u_ctr.sync1 | 350 | 0 |
| max reg2reg | u_clkdiv.count[0] | u_clkdiv.count[16] | 2690 | 6 |
==> critical path: stages, from the launching register on <==
cell and delay (ps):
dfrtp_1 470, inv_1 130, ha_1 330, nand2_1 80, o21ai_0 80, o21ai_0 160
clkdlybuf4s50_1 470
==> cells in the mapped netlist (2+ instances only) <==
cell type  count
or3_1          6
nor2b_1        2
nand4_1        3
nand2_1       24
o21a_1         2
mux2_2         2
buf_4          6
nand3_1        8
nor4b_1        2
and4_1         4
ha_1           7
o31ai_1        4
nand4_2        2
dfrtp_1       40
nor2_1        18
clkbuf_1       5
o21ai_0       15
inv_1          7
nor3_1         3
xnor2_1        7
xor2_1        10
conb_1         2
a21oi_1       13
or4_1          5
==> metal layers <==
metal	vias up	wire length, µm	GRT usage	share of wire
li1	753	-	-	-
met1	668	1757	0.1683	0.52
met2	16	1447	0.1498	0.43
met3	4	102	0.02073	0.030
met4	0	42	0.01212	0.013
met5	-	0	0	0
==> area by class of cell <==
cell class                 count  share of cell area
inverter                       7             0.01117
clock buffer                   5             0.02926
sequential                    41              0.4367
clock inverter                 3            0.009574
multi-input combinational    154              0.4133
timing repair buffer          14             0.05745
tap                           80             0.04255
Power figures rest on the tool's default switching activity, not on a simulated workload.
